==> ./design.v <==
`timescale 1ns / 1ps
module Display(
    input clk,
    input clr,
    input [3:0] Dig1,
    input [3:0] Dig2,
    input [3:0] Dig3,
    input [3:0] Dig4,
    output reg [3:0] AN,
    output reg [6:0] CA
    );
    reg [3:0] LED_BCD;
    reg [19:0] refresh_counter; 
    wire [1:0] LED_activating_counter;     
    always @(posedge clk or posedge clr)
    begin 
        if(clr==1)
            refresh_counter <= 0;
        else
            refresh_counter <= refresh_counter + 1;
    end 
    assign LED_activating_counter = refresh_counter[19:18];
    always @(*)
    begin
        case(LED_activating_counter)
        2'b00: begin
            AN = 4'b0111; 
            LED_BCD = Dig1;
            end
        2'b01: begin
            AN = 4'b1011; 
            LED_BCD = Dig2;
            end
        2'b10: begin
            AN = 4'b1101; 
            LED_BCD = Dig3;
            end
        2'b11: begin
            AN = 4'b1110; 
            LED_BCD = Dig4;   
            end
        endcase
        if (clr == 1) begin
            LED_BCD = 0;
            AN = 4'b0000;
        end
    end 
    always @(*)
    begin
        case(LED_BCD)
        4'b0000: CA = 7'b0000001;  
        4'b0001: CA = 7'b1001111;  
        4'b0010: CA = 7'b0010010;  
        4'b0011: CA = 7'b0000110;  
        4'b0100: CA = 7'b1001100;  
        4'b0101: CA = 7'b0100100;  
        4'b0110: CA = 7'b0100000;  
        4'b0111: CA = 7'b0001111;  
        4'b1000: CA = 7'b0000000;  
        4'b1001: CA = 7'b0000100;  
        4'b1010: CA = 7'b0001000;  
        4'b1011: CA = 7'b1100000;  
        4'b1100: CA = 7'b0110001;  
        4'b1101: CA = 7'b1000010;  
        4'b1110: CA = 7'b0110000;  
        4'b1111: CA = 7'b0111000;  
        default: CA = 7'b0000001;  
        endcase
    end
 endmodule
`timescale 1ns / 1ps
module Lookahead_Carry_Adder(
    input [3:0] A,
    input [3:0] B,
    output [3:0] Sum,
    output C_out
    );
    wire [3:0] G;
    wire [3:0] P;
    wire [4:1] C;
    and a0(G[0], A[0], B[0]);
    and a1(G[1], A[1], B[1]);  
    and a2(G[2], A[2], B[2]);  
    and a3(G[3], A[3], B[3]);  
    xor x0(P[0], A[0], B[0]);  
    xor x1(P[1], A[1], B[1]); 
    xor x2(P[2], A[2], B[2]); 
    xor x3(P[3], A[3], B[3]); 
    assign C[1] = G[0] | (P[0] & 0);
    assign C[2] = G[1] | (P[1] & G[0]) | (P[1] & P[0] & 0);
    assign C[3] = G[2] | (P[2] & G[1]) | (P[2] & P[1] & G[0]) | (P[2] & P[1] & P[0] & 0);
    assign C_out = G[3] | (P[3] & G[2]) | (P[3] & P[2] & G[1]) | (P[3] & P[2] & P[1] & G[0]) | (P[3] & P[2] & P[1] & P[0] & 0);
    xor x4(Sum[0], P[0], 0);  
    xor x5(Sum[1], P[1], C[1]); 
    xor x6(Sum[2], P[2], C[2]); 
    xor x7(Sum[3], P[3], C[3]); 
endmodule
`timescale 1ns / 1ps
module RLCA_Display(
    input clk,
    input clr,
    input [3:0] A,
    input [3:0] B,
    output [3:0] AN,
    output [6:0] CA
    );
    wire C_out;
    wire [3:0] Sum;
    Display d(
        .clk(clk),
        .clr(clr),
        .Dig1(A),
        .Dig2(B),
        .Dig3(C_out),
        .Dig4(Sum),
        .AN(AN),
        .CA(CA)
    ); 
    Lookahead_Carry_Adder LCA(
        .A(A),
        .B(B),
        .C_out(C_out),
        .Sum(Sum)
    );    
endmodule
==> ./run.sh <==
#!/bin/bash
# OpenROAD 26Q1-2900-gdf79404cd8, Yosys 0.63+post, stock flow scripts
make -C /OpenROAD-flow-scripts/flow DESIGN_CONFIG=/design/flow/config.mk WORK_HOME=/design/flow/orfs finish
==> ./config.mk <==
export PLATFORM = sky130hd
export DESIGN_NAME = RLCA_Display
export DESIGN_NICKNAME = RLCA_Display
export VERILOG_FILES = /design/flow/design.v
export SDC_FILE = /design/flow/constraint.sdc
export NUM_CORES = 4
export LEC_CHECK = 1
export CORE_AREA = 10 10 96 96
export DIE_AREA = 0 0 106 106
==> ./constraint.sdc <==
current_design RLCA_Display

set clk_period 5.9
set clk_io_pct 0.2

create_clock -name clk0 -period $clk_period [get_ports {clk}]

set non_clock_inputs [all_inputs -no_clocks]
set_input_delay [expr $clk_period * $clk_io_pct] -clock clk0 $non_clock_inputs
set_output_delay [expr $clk_period * $clk_io_pct] -clock clk0 [all_outputs]
==> flow_summary_export.csv <==
group,metric,value,unit
run_status,status,"complete, no violations",
route,wl_met1,1260,um
cts,cts_sinks,20,
setup_path,startpoint,"A[1]",
synthesis,avgSynthCellArea,10.0,um2
route,met3_length,204,um
hold_path,hold_class,"reg -> reg",
place,gp_congestion,0.829,
synthesis,edf_count,0,
setup_path,arrival,4.06,ns
synthesis,synthFlopType,"dfrtp_1",
synthesis,synth_flops,20,
cts,cts.clk_slew.worst_paths,0.08,ns
synthesis,yosysUniqueCellTypes,34,
finish,largest_reg_flops,20,
timing,drv_slew,0,
timing,timing.hold.ws,0.472,ns
place,place_hpwl,2100,um
cts,cts.htree.levels,1,
cts,clockBufferDepth,2,
finish,syn_to_final_growth,29.1,%
pwr,power_density,185,nW/um2
synthesis,ys_seq_share,37.1,%
route,via_per_inst,3.96,
synthesis,ys.warnings.count,2,
setup_path,timing.rr.start,"d.refresh_counter[4]$_DFF_PP0_",
synthesis,area_leaders,"dfrtp_1 (37%), ha_1 (10%), xnor2_1 (8.4%)",
synthesis,yosysCellCount,135,
finish,largest_register,"d.refresh_counter",
timing,setup_viol,0,
setup_path,ff2ff_path_depth,4,
synthesis,netlist_area,1350,um2
cts,worstSkewPairLatency,0.26,ns
route,ant_nets,0,
pwr,total_power,323,uW
grt,grt_pass1_vias,1039,
timing,max_slew_margin,52.9,%
route,wl_met2,1170,um
route,wl_per_cell,10.4,um
finish,seq_area,500,um2
die,fp.dieH,106,um
route,dr_total_vias,1015,
synthesis,top_cell_area_share,37.1,%
pwr,p_leak,0.000756,uW
grt,grt_antenna_before_repair,0,
route,drc,0,
setup_path,cp-start-kind,"primary input",
timing,setup_tns,0,ns
pwr,peakVddDrop,129,uV
grt,grt_pass1_wl,4870,um
cts,tritoncts,"yes",
setup_path,worstSetupPathType,"in -> out",
cts,cts_root_buf,"clkbuf_8",
hold_path,hold_depth,1,
setup_path,reg2reg_to,"d.refresh_counter[17]$_DFF_PP0_",
synthesis,synthCells,135,
timing,min_period_over_period,88.7,%
cts,cts_resized,0,
grt,grt_max_degree,14,
grt,grt_use_total,5.00,%
die,io_pins,21,
setup_path,cp-end-kind,"output port",
cts,cts_setup_buffers,0,
timing,min_period,5.24,ns
route,top_layer_used,"met4",
run,warning_count,30,
timing,finalHoldViolCount,0,
synthesis,synth-async-reset-ratio,100,%
route,drt-total-wl,2650,um
timing,tightest_slew,0.700,ns
run,cap_violations,0,
die,fp_util,18.7,%
hold_path,min_to,"d.refresh_counter[15]$_DFF_PP0_",
die,fp.dieArea,11200,um2
cts,hold_buffers,0,
finish,post_route_cells_drive_above_1_share,8.28,%
route,num_antenna_cells,0,
die,die_w,106,um
route,first_iter_violations,35,
place,portBuffers,20,
finish,final-comb-area,791,um2
cts,numCtsBuffers,3,
setup_path,rrSetupSlack,4.16,ns
timing,rsz0062_at_grt,"false",
route,drt_pass1_iterations,4,
die,rows,31,
setup_path,cp_data_required_time,4.72,ns
finish,reg_top3,"d.refresh_counter (20)",
die,core,7210,um2
hold_path,hold_start,"d.refresh_counter[15]$_DFF_PP0_",
grt,grt_overflow,0,
synthesis,yosys_area,1350,um2
synthesis,top_area_cell,"dfrtp_1",
timing,finClkSkew,0.00784,ns
setup_path,cp_max_fo,8,
timing,fmax,0.191,GHz
finish,fillCellCount,773,
==> critical path, cell delays in order <==
cell and delay, ns:
clkdlybuf4s50_1 0.47, ha_1 0.32, a211o_1 0.30, and3_4 0.19
o41ai_2 0.19, buf_4 0.20, inv_1 0.07, ha_1 0.23
mux4_1 0.49, clkdlybuf4s50_1 0.42
==> cell usage in the layout, fill, tap and decap left out, types with 2 or more instances in the layout <==
master / synthesis / routed
clkbuf_8: 0 / 3
nor2_1: 4 / 4
xor2_1: 7 / 7
buf_4: 0 / 2
xnor2_1: 13 / 13
nand3_1: 17 / 17
mux2_2: 2 / 2
ha_1: 11 / 11
and3_1: 3 / 3
nor4_1: 3 / 3
o21ai_0: 2 / 2
clkdlybuf4s50_1: 0 / 20
mux2i_1: 2 / 2
o211ai_1: 2 / 2
a21oi_1: 5 / 5
dfrtp_1: 20 / 20
nand2_1: 9 / 9
nor3_1: 5 / 5
inv_1: 11 / 11
==> worst max path at each step <==
stage	end	slack (ns)	cells after the start
4_1_cts	CA[3]	0.64	10
5_1_grt	CA[3]	0.46	10
6_report	CA[3]	0.66	10
==> final cells by class <==
| cell class | instances | area share, % |
|---|---|---|
| tap | 99 | 7.11 |
| multi-input combinational | 100 | 45.4 |
| clock buffer | 3 | 2.37 |
| clock inverter | 1 | 1.72 |
| sequential | 20 | 28.7 |
| inverter | 11 | 2.37 |
| timing repair buffer | 22 | 12.3 |
==> per-layer routing <==
metal | up-vias | global-route usage, %
li1 | 521 | -
met1 | 467 | 6.69
met2 | 25 | 7.95
met3 | 2 | 1.83
met4 | 0 | 0.290
met5 | - | 0
==> where the power goes <==
| part | switching, uW | internal (uW) | leakage, uW |
|---|---|---|---|
| registers | 0 | 137 | 0.000270 |
| logic | 22.3 | 28.4 | 0.000450 |
| clock network | 44.8 | 90.5 | 0.0000357 |
==> logic make-up after synthesis <==
| logic type | Yosys count | share of synthesized area, % |
|---|---|---|
| xor gates and xnor gates | 20 | 13.0 |
| adders and majority gates | 12 | 11.7 |
| AOI/OAI and AO/OA | 18 | 12.0 |
| muxes | 5 | 5.10 |
| buffers and inverters | 15 | 4.36 |
| and+or+nand+nor | 45 | 16.8 |
| DFF | 20 | 37.1 |
==> per-stage QoR <==
stage | instances | utilization [%] | setup slack, ns | instance area [um2]
floorplan | 135 | - | 1.46 | 1350
global placement | 252 | 23.2 | 0.646 | 1670
detailed placement | 252 | 23.2 | 0.641 | 1670
CTS | 256 | 24.2 | 0.641 | 1740
global route | 256 | 24.2 | 0.458 | 1740
finish | 256 | 24.2 | 0.664 | 1740
==> cell usage after synthesis (all sizes together), types with 2 or more instances <==
library cell  count
a21oi             5
and3              4
buf               3
dfrtp            20
ha               11
inv              11
mux2              2
mux2i             2
nand2             9
nand3            17
nor2              4
nor3              5
nor4              3
o211ai            2
o21ai             2
o41ai             2
xnor2            13
xor2              7
Power and IR drop assume default switching activity.
